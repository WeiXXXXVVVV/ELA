==> design/flow/design.v <==
`timescale 1ns/10ps
module ELA(clk, rst, in_data, data_rd, req, wen, addr, data_wr, done);
	input				clk;
	input				rst;
	input		[7:0]	in_data;
	input		[7:0]	data_rd;
	output		reg		req;
	output		reg		wen;
	output		reg[9:0]	addr;
	output		reg[7:0]	data_wr;
	output		reg		done;	
reg  [1:0]state_1,state_2;
reg  [5:0] a,b,c;
parameter t0=0,t1=1,t2=2;	
reg[7:0]get_data[31:0];
reg[7:0]get_data2[31:0];
reg[7:0]regdata;
reg[2:0] c_state,n_state;
parameter a0=0, 
          a1=1, 
          a2=2, 
          a3=3, 
          a4=4; 
reg[9:0]  count_5;
reg[6:0]  c_10;
reg[5:0]  count_1,count_2,count_6,count_7,count_8,c_9;
reg[4:0]  count_3;
reg [8:0] d1,d2,d3;
integer i,k;
always @(*)begin
   case(c_state)
     a0:begin 
       if(!rst)
        n_state=a1;
       end
     a1:begin
        n_state=a2;
     end
     a2:begin
      if(c_9 == 32 & count_3==1)
         n_state=a1;
       else if(c_9 == 32 & count_3 >=2)
         n_state=a3;
       else
         n_state=a2;
     end
     a3:begin
      if(c_10==95 & count_3==2)
         n_state=a1;   
      else if(c_10==63 & count_3==3)
         n_state=a1;
      else if(c_10==63 & count_3==4)
         n_state=a1;
      else if(c_10==63 & count_3==5)
         n_state=a1;
      else if(c_10==63 & count_3==6)
         n_state=a1;
      else if(c_10==63 & count_3==7)
         n_state=a1;
      else if(c_10==63 & count_3==8)
         n_state=a1;
      else if(c_10==63 & count_3==9)
         n_state=a1;
      else if(c_10==63 & count_3==10)
         n_state=a1;
      else if(c_10==63 & count_3==11)
         n_state=a1; 
      else if(c_10==63 & count_3==12)
         n_state=a1;
      else if(c_10==63 & count_3==13)
         n_state=a1;
      else if(c_10==63 & count_3==14)
         n_state=a1;
      else if(c_10==63 & count_3==15)
         n_state=a1;
      else if(c_10==64 & count_3==16)         
         n_state=a4;
       else
         n_state=a3;
     end
     a4:begin
         n_state=a4;
      end
   endcase      
end 
always @(posedge clk or posedge rst)begin 
   if(rst)begin   
     for(i=0;i<32;i=i+1)begin
       get_data[i]<=0;
     end
	   for(k=0;k<32;k=k+1)begin
       get_data2[k]<=0;
     end
	   data_wr<=0;	 
     c_state<=a0;
     count_1<=0; 
     count_2<=0; 
     count_3<=0; 
     count_5<=0; 
     count_6<=0; 
     count_7<=0; 
     count_8<=0;
     a<=0;
     b<=0;
	   regdata <= 0;
   end
 else begin
   c_state<=n_state;  
   case(c_state)
       a1:begin
         c_9<=0;
         count_1 <= 0;
         count_2 <= 0;
         count_3<=count_3 +1; 
       end
       a2:begin
         c_10<=0;
         if(count_3>=3 )begin
         state_1=t1;
         end
         else begin
         state_1=t0;  
         end
         if(count_1==0 &count_2==0)           
             req <= 1;
         else 
             req<=0; 
         if(count_3==1 |count_3==3 |count_3==5 |count_3==7 |count_3==9 |count_3==11 |count_3==13 |count_3==15
          |count_3==17  )begin
          get_data[count_1-1]<= in_data;
		      regdata<=in_data;
		      c_9<=c_9+1;
           count_1 <= count_1 +1;
          end
          else begin
          get_data2[count_2-1]<= in_data;
		      regdata<=in_data;
		      c_9<=c_9+1;
           count_2 <= count_2 +1;
          end
       end               
      a3:begin
          state_1<=state_2;             
          case(state_1)
          t0:begin
               addr<=count_5;
               data_wr<=get_data[count_6];
               count_5<= count_5 +1;
               count_6<= count_6 +1;
               count_8<= 0;
               c_10<=c_10+1;
               a <=a+1;
               b<=0;
               count_7<= 0;
           end
           t1:begin               
               addr<=count_5;                
               count_5<= count_5 +1;
               count_6<= 0;
               count_8<= 0;
               c_10<=c_10+1;
               b <=b+1;
               c<=0;
               a<=0;
               if (count_3==3 |count_3==5 |count_3==7 |count_3==9 |count_3==11 |count_3==13 |count_3==15|count_3==17  )begin
                    if(count_7==0 | count_7==31)begin          
                       data_wr <=(get_data[count_7]+get_data2[count_7])/2;
                       count_7<=count_7 +1;
                    end
                    else begin
                        if(d1<d2 & d1<d3 )begin
                           data_wr <=  (get_data[count_7-1]+get_data2[count_7+1])/2;
                        end
                        else if(d2<=d1 & d2<=d3)begin
                             data_wr <=  (get_data[count_7  ]+get_data2[count_7])/2;
                        end
                        else if (d3<d2 & d3<=d1)begin
                           data_wr <=  (get_data[count_7+1]+get_data2[count_7-1])/2;         
                        end
                      count_7<=count_7 +1;
                   end  
              end      
              else if (count_3==2 |count_3==4 |count_3==6 |count_3==8 |count_3==10 |count_3==12 |count_3==14|count_3==16  )begin
                  if(count_7==0 | count_7==31)begin          
                   data_wr <=(get_data[count_7]+get_data2[count_7])/2;
                   count_7<=count_7 +1;
                  end
                 else begin
              if(d1<d2 & d1<=d3 )begin
               data_wr <=  (get_data[count_7-1]+get_data2[count_7+1])/2;
              end
              else if(d2<=d1 & d2<=d3)begin
                data_wr <=  (get_data[count_7  ]+get_data2[count_7])/2;
              end
              else if (d3<d2 & d3<d1)begin
              data_wr <=  (get_data[count_7+1]+get_data2[count_7-1])/2;
              end             
           count_7<=count_7 +1;
          end
      end
            end
            t2:begin
               addr<=count_5;
               data_wr<=get_data2[count_8];
               count_5<= count_5 +1;
               count_8<= count_8 +1;
               count_6<= 0;
               c_10<=c_10+1;
               c <=c+1;
               b<=0;
               a<=0;
               count_7<= 0;
            end
          endcase                                                                                       
      end        
    endcase
  end
end    
always @(*)begin
  if(c_state == 3)begin
    case(state_1)
      t0:begin
        if(a<=30)
          state_2=t0;
        else
          state_2=t1;
      end
      t1:begin
        if(b==31&count_3==3 )begin         
          state_2=t0;
        end
        else if(b==31&count_3==5 )begin         
          state_2=t0;
        end 
        else if(b==31&count_3==7 )begin         
          state_2=t0;
        end 
        else if(b==31&count_3==9 )begin         
          state_2=t0;
        end 
        else if(b==31&count_3==11 )begin         
          state_2=t0;
        end 
        else if(b==31&count_3==13 )begin         
          state_2=t0;
        end 
        else if(b==31&count_3==15 )begin         
          state_2=t0;
        end    
        else if(b==31)begin
        state_2=t2;
        end
        else begin
        state_2=t1; 
        end
      end
      t2:begin
        if(c<=30)
        state_2=t2;
        else
        state_2=t0;
      end
    endcase
  end
end 
always @(*)begin
   if(c_state == 3 & state_1==1)begin
       d1= (get_data[count_7-1]>=get_data2[count_7+1])?(get_data[count_7-1]-get_data2[count_7+1]):(get_data2[count_7+1]-get_data[count_7-1]);
       d2= (get_data[count_7  ]>=get_data2[count_7])?(get_data[count_7  ]-get_data2[count_7]):(get_data2[count_7]-get_data[count_7  ]);
       d3= (get_data[count_7+1]>=get_data2[count_7-1])?(get_data[count_7+1]-get_data2[count_7-1]):(get_data2[count_7-1]-get_data[count_7+1]);
   end
end 
always @(*)begin
  case(c_state)
    a0:begin
      {wen,done}=2'b00;
    end
    a1:begin
      {wen,done}=2'b10;
    end
    a2:begin
      {wen,done}=2'b10;
    end
    a3:begin
      {wen,done}=2'b10;
    end
    a4:begin
      {wen,done}=2'b01;
    end
 endcase
 end
endmodule
==> design/flow/run.sh <==
#!/bin/bash
# OpenROAD 26Q1-2900-gdf79404cd8, Yosys 0.63+post, stock flow scripts
make -C /OpenROAD-flow-scripts/flow DESIGN_CONFIG=/design/flow/config.mk WORK_HOME=/design/flow/orfs finish
==> design/flow/config.mk <==
export PLATFORM = sky130hd
export DESIGN_NAME = ELA
export DESIGN_NICKNAME = ELA
export VERILOG_FILES = /design/flow/design.v
export SDC_FILE = /design/flow/constraint.sdc
export NUM_CORES = 4
export LEC_CHECK = 1
export CORE_UTILIZATION = 40
==> design/flow/constraint.sdc <==
current_design ELA

set clk_period 12.8
set clk_io_pct 0.2

create_clock -name clk0 -period $clk_period [get_ports {clk}]

set non_clock_inputs [all_inputs -no_clocks]
set_input_delay [expr $clk_period * $clk_io_pct] -clock clk0 $non_clock_inputs
set_output_delay [expr $clk_period * $clk_io_pct] -clock clk0 [all_outputs]
==> run summary <==
Die Wd = 333 um
clock latency reported for the late side of the worst-skew pair = 0.71 ns
number of setup violations in the final report = 0
# IOs = 39
WL final = 317000 um
standard cell with the maximum stage delay on the critical path = or4_1
vertical die dimension = 333 um
worst path required time = 13.33 ns
post-layout period usage = 0.606
WP data arrival = 8.30 ns
clock buffer count from CTS = 74
final antenna-violating net count = 0
Layout Cell Area excl Fill = 49600 um^2
number of vias per cell after detailed routing = 7.90
clock-pin slew reported for the worst setup and hold paths after clock tree synthesis = 0.06 ns
cell area after synthesis = 43700 um^2
placeable core region = 108000 um^2
tally of OpenROAD warnings = 114
number of rows created at floorplan = 120
number of distinct library cell variants in the gate-level netlist after synthesis = 92
setup TNS = 0 ns
DP Wirelength = 214000 um
root buffer cell = clkbuf_16
worst setup path category = reg -> reg
final tally of hold violations = 0
post-CTS setup buffer count = 0
kind of path behind the tightest hold check = reg -> reg
CTS H-Tree Depth = 3
hold buffer count at CTS = 0
number of maximum-capacitance constraint violations = 0
area overhead of the layout relative to synthesis = 13.5%
Die Area = 111000 um^2
number of antenna violations at the first check in global routing = 48
count of unclocked register or latch pins = 34
fraction of final layout cells sized beyond drive strength 1 = 0.247
mean instance size in the synthesized netlist = 9.74 um^2
maximum number of pins on one net before global-route repair = 100
Global Route Usage Sum = 0.583
Worst setup EP type = flip-flop
share of the core filled with cells in the final layout = 0.461
cell count after synthesis = 4490
total power divided by cell area = 125 nW/um^2
final global-route overflow total = 0
CP top delay family = simple AND/OR/NAND/NOR gates
leakage power figure = 0.0202 uW
DR vias = 48003
Bufs on Longest Clock Path = 3
max-slew violation total from the final report = 0
largest vdd supply drop = 0.000150 V
first-pass GRT wire length = 415000 um
maximum clock rate = 0.129 GHz
via count of the first global-routing pass = 44322
Synth async-reset ratio = 0.898
synthesized flop and latch total = 644
Placement Cell Area = 47100 um^2
dominant logic cell type in the layout = dfrtp_1
number of DRC markers after the initial detailed-route iteration = 7057
cell-by-cell trace of the critical path = inv_1 > ha_1 > nor3b_4 > xnor2_2 > and2_1 > buf_4 > and2_1 > buf_4 > a2111oi_0 > nand3_1 > or4_1 > mux2_2 > ha_1 > fa_1 > a211oi_1 > o21bai_1 > a21oi_1 > xnor2_1 > a32o_1 > nor3_1 > o31ai_1
result of the run = finished clean
Pre-Place Util = 0.406
minimum clock period after layout = 7.76 ns
number of instances resized during post-cts repair = 0
yosys cell count = 4490
setup repair after global routing missed its margin = false
Yosys warning count = 3
buffers and inverters on the worst path = 3
average wire length per cell after detail routing = 52.2 um
count of port buffers added during placement = 30
number of search-and-repair iterations in the first detailed-routing pass = 10
CP Launch Type = flip-flop
number of unconstrained endpoints = 39
relative slew slack = 0.0202
final setup skew = 0.0523 ns
delay of the slowest cell on the worst path = 0.84 ns
most used flip-flop cell = dfrtp_1
residual DRC count = 0
count of flip-flops with a built-in enable after synthesis = 32
most frequent cells in the layout = 578 x dfrtp_1, 570 x mux2_2, 498 x a22oi_1, 317 x buf_4, 272 x nand3_1
post-synth area from yosys stat = 43700 um^2
pin slew with the least headroom to its limit = 1.43 ns
worst-path fanout max = 24
CTS tree = done
last weighted congestion value of the routability-driven placer = 1.20
## where the power goes
part	internal [uW]	leakage [uW]	switching [uW]
Sequential	2080	0.00741	229
Combinational	618	0.0116	1140
Clock	1210	0.00117	936
## final cells by class
type	count	area (um^2)
Clock buffer	98	2110
Multi-Input combinational cell	3405	26400
Timing Repair Buffer	348	2660
Antenna cell	61	153
Tap cell	1403	1760
Fill cell	10017	58000
Clock inverter	33	303
Inverter	83	315
Sequential cell	644	15900
## state kept, by name, indices dropped and copies added (netlist names), 6 cells and up
signal	cells
get_data2	256
data_wr	8
addr	10
count_5	10
d2	9
count_7	6
count_2	6
get_data	256
c_9	6
d3	9
c	6
count_1	6
c_10	7
b	6
a	6
d1	9
## through the flow
stage	cells	hold WS (ns)	total power, uW	setup slack (ns)
4_1_cts	6014	0.455	6100	5.46
2_1_floorplan	4490	0.424	3240	0.686
5_1_grt	6036	0.462	6340	5.06
6_report	6075	0.454	6210	5.04
3_3_place_gp	5883	0.436	3970	5.49
3_5_place_dp	5883	0.438	3980	5.49
## worst reg2reg max path: cells and delay by family (launching register included)
kind / cells / cell delay (ns)
compound gates: 6 / 1.61
buf+inv: 3 / 0.93
fa+ha+maj: 3 / 1.12
simple gates: 6 / 2.61
xor+xnor: 2 / 0.44
flops: 1 / 0.51
mux: 1 / 0.41
## cells in the mapped netlist (11+ instances only)
| cell type | instances | area [um^2] |
|---|---|---|
| o21a_1 | 18 | 135 |
| mux2i_1 | 72 | 721 |
| xnor2_1 | 51 | 447 |
| a222oi_1 | 41 | 410 |
| dfrtp_1 | 578 | 14500 |
| or3_1 | 11 | 68.8 |
| a221oi_1 | 105 | 920 |
| nor4_1 | 19 | 119 |
| a22o_1 | 118 | 1030 |
| mux2_2 | 570 | 6420 |
| a22oi_1 | 498 | 3740 |
| buf_1 | 29 | 109 |
| buf_2 | 16 | 80.1 |
| a211oi_1 | 18 | 135 |
| and3_1 | 158 | 988 |
| o31ai_1 | 19 | 143 |
| ha_1 | 150 | 1880 |
| nor2b_1 | 30 | 188 |
| clkbuf_1 | 305 | 1140 |
| a2111oi_0 | 54 | 473 |
| nand2_1 | 247 | 927 |
| xor2_1 | 19 | 166 |
| a32oi_1 | 21 | 184 |
| and2_1 | 68 | 425 |
| nand2b_1 | 32 | 200 |
| dlxtp_1 | 27 | 405 |
| a31oi_1 | 14 | 87.6 |
| o21ai_0 | 114 | 571 |
| nand4_1 | 124 | 776 |
| a21oi_1 | 74 | 370 |
| edfxtp_1 | 32 | 961 |
| nand3_1 | 272 | 1360 |
| or4_1 | 38 | 285 |
| nor3_1 | 40 | 200 |
| nor2_1 | 199 | 747 |
| inv_1 | 81 | 304 |
## routing by layer
layer  vias up  GRT usage  wire length, um
met5         -      0.174             2480
met2      4596      0.697           114000
li1      17756          -                -
met4        61      0.430            31100
met1     23956      0.695           112000
met3      1634      0.421            56700
## logic make-up after synthesis
| kind of cell | synth area share |
|---|---|
| buffers and inverters | 0.0395 |
| AOI/OAI and AO/OA | 0.216 |
| and+or+nand+nor | 0.155 |
| xor gates and xnor gates | 0.0144 |
| muxes | 0.163 |
| latches | 0.0117 |
| adders and majority gates | 0.0470 |
| DFF | 0.353 |
## final timing paths
| check | startpoint | to | slack [ns] | depth (start not counted) |
|---|---|---|---|---|
| hold reg to reg | count_5[6]$_DFFE_PP0P_ | addr[6]$_DFFE_PP_ | 0.45 | 0 |
| min in group asynchronous | rst | get_data[5][6]$_DFFE_PP0P_ | 2.56 | 2 |
| setup reg to reg | count_7[0]$_DFFE_PP0P_ | data_wr[5]$_DFFE_PP0P_ | 5.04 | 21 |
| setup / recovery | count_7[0]$_DFFE_PP0P_ | data_wr[5]$_DFFE_PP0P_ | 5.04 | 21 |
| max in group asynchronous | rst | get_data2[16][4]$_DFFE_PP0P_ | 7.82 | 5 |
| hold / removal | count_5[6]$_DFFE_PP0P_ | addr[6]$_DFFE_PP_ | 0.45 | 0 |
Power is estimated from default activity; no workload was simulated.
